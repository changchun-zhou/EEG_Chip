<file path="flow/design.v">
module CPM_REG_C #(
    parameter DW = 8
) (
    input            Clk   ,
    input            Rstn  ,
    input            Clear,
    input  [DW -1:0] DataIn,
    output [DW -1:0] DataOut
);
  reg [DW -1:0] data_out;
  assign DataOut = data_out;
  always @ ( posedge Clk or negedge Rstn )begin
    if( ~Rstn )
      data_out <= 'd0;
    else if( Clear )
      data_out <= 'd0;
    else
      data_out <= DataIn;
  end
endmodule
</file>
<file path="flow/run.sh">
#!/bin/bash
# OpenROAD 26Q1-2900-gdf79404cd8, Yosys 0.63+post, stock flow scripts
make -C /OpenROAD-flow-scripts/flow DESIGN_CONFIG=/design/flow/config.mk WORK_HOME=/design/flow/orfs finish
</file>
<file path="flow/config.mk">
export PLATFORM = sky130hd
export DESIGN_NAME = CPM_REG_C
export DESIGN_NICKNAME = CPM_REG_C
export VERILOG_FILES = /design/flow/design.v
export SDC_FILE = /design/flow/constraint.sdc
export NUM_CORES = 4
export LEC_CHECK = 1
export CORE_AREA = 10 10 70 70
export DIE_AREA = 0 0 80 80
</file>
<file path="flow/constraint.sdc">
current_design CPM_REG_C

set clk_period 1.0
set clk_io_pct 0.2

create_clock -name clk0 -period $clk_period [get_ports {Clk}]

set non_clock_inputs [all_inputs -no_clocks]
set_input_delay [expr $clk_period * $clk_io_pct] -clock clk0 $non_clock_inputs
set_output_delay [expr $clk_period * $clk_io_pct] -clock clk0 [all_outputs]
</file>
==> notes.md <==
Notes on the physical design

The largest fanout of any net on the critical path is 1. The vertical die dimension is 80 um. The detail route stage leaves a number of antenna-violating nets equal to 0. The total number of vias is 195.

The power density over the cells is 1330 mW/mm2. The CTS tree is done. The STA report counts the stages on the worst setup path as 1.

The smallest clock period supported by the final layout is computed as 0.970 ns. The placement report lists the number of port buffers as 18. The standard cell with the maximum stage delay on the critical path is sky130_fd_sc_hd__dfrtp_1. The power report puts the leakage power at 0.210 nW. The most area-hungry cell type in the Yosys netlist is sky130_fd_sc_hd__dfrtp_1. TritonCTS created 3 clock buffers. The number of standard cells reported by yosys is 16. The final timing summary puts the cycle share of the worst path at 97.0%. The largest registers in the layout are data_out: 8 flops. The kind of launch point of the worst setup path is a register. The detail-routed via count per cell is 2.35. The count of H-tree levels built during CTS is 1. According to the floorplan report, the die width is 80 um. Per the layout area report, the combinational gate area comes to 50.0 um2. The wire length recorded after detailed routing is 764 um. The type of the setup path with the least slack is register to output pin. The most critical min-delay path falls under primary input to async pin. The number of DRC markers in iteration 0 is 2. The core region is 0.00342 mm2. The number of buffers on the longest clock path is 2. The detailed-route DRC error count is 0.

The total die size is 0.00640 mm2. The post-CTS setup repair buffer count is 0. The first global-routing pass estimated 1.09 mm of wire. Adding up every negative setup slack in the final design gives 0 ns. The number of warnings in the stage logs is 25. The cell sitting at the root of the clock tree is a sky130_fd_sc_hd__clkbuf_4. The switching part of the total is 17.4%. The family of cells with the greatest summed delay on the critical path is flip-flops. Setup repair after global routing left no endpoint under its margin. Headroom to the max-slew limit came out at 77.3%.

The final setup violation count is 0. The finished layout reports a core utilization of 14.2%. The endpoint required time on the critical path is 0.80 ns.

Power comes to 0.000644 W. The finished layout cell area is 485 um2. The signal arrival time at the worst endpoint is 0.77 ns. The synthesized netlist occupies a cell area of 250 um2.

The number of antenna violations at the first check in global routing is 0. The fraction of final layout cells with drive strength greater than 1 is 21.6%. The maximum cell stage delay along the critical path is 0.36 ns. The top cell type by area accounts for 80.0% of the synthesized area. Walking the worst path, the cells encountered are clkdlybuf4s15_1. The number of global-route vias before repair is 216. The fill cell total of the finished layout is 390. For this run, the top clock speed supported by timing is 1030 MHz.

The first detailed-routing pass took 2 iterations. The detail-routed net length per standard cell is 9.20 um. For the pin with the worst max-slew slack, the measured transition is 0.339 ns. The post-cts hold buffer count is 0. The layout overhead on the synthesized area is 94.0%. The overall overflow remaining after global route is 0. The count of maximum capacitance violations is 0. On the reported timing paths, the clock transition at the registers reads 0.05 ns. The most critical hold endpoint after final layout shows a slack of 0.228 ns. The proportion of power drawn by combinational gates is 11.7%. The number of different library cells used by synthesis comes to 2.

The total of warnings raised by yosys is 1. The number of buffers and inverters on the critical path is 1. The yosys synthesis chip area is 250 um2.

Entering global routing, the biggest net connects 9 pins. The report lists the number of cells resized after CTS as 17. The post-synth register bit count is 8. The post-synthesis sequential area ratio is 80.0%.

Sorting the synthesized cells by area gives the leading types as sky130_fd_sc_hd__dfrtp_1, sky130_fd_sc_hd__nor2b_1. The number of antenna cells inserted is 0. The register with the most flip-flops in the layout has 8 of them.

The number of hold violations in the final report is 0. The top register by number of flip-flops is data_out. Per report_power, the clock group accounts for 34.6% of the total. RePlAce ended its routability-driven mode at a weighted congestion of 0.647. The cell count after synthesis is 16.

The global router's overall resource usage is 2.19%. In the floorplan report the effective utilization is 7.33%. The final max-slew violation count recorded for this run is 0. The net switching power is 0.000112 W.

The flow ran to the end, and the final reports show no timing, DRC or antenna violations. The placed instances occupy a cell area of 488 um2. The relative contribution of sequential cells to total power is 53.7%.

Each instance of the synthesized netlist takes up on average 15.6 um2. The floorplan has 21 rows. The clock sink total is 8.

The maximum vdd drop is 208 uV. The top-level I/O count is 19. The sort of element at the end of the critical path is an output pin. The internal power of the cells totals 0.000532 W.

The sequential standard cell area is 200 um2.
## per-layer routing
layer	vias up	share of wire, %	GRT usage, %
met2	9	56	4.01
met4	0	2.7	1.23
li1	92	-	-
met1	92	35	2.23
met3	2	6.3	0.455
met5	-	0	0
## final timing paths
kind                             start     endpoint  slack (ns)
hold / removal                    Rstn  data_out[4]        0.23
min in group clk0            DataIn[0]  data_out[0]        0.51
max in group asynchronous         Rstn  data_out[6]        0.52
setup / recovery           data_out[4]   DataOut[4]        0.03
## cells in the final DEF, fill, tap and decap left out
cell	netlist	layout
sky130_fd_sc_hd__buf_2	0	1
sky130_fd_sc_hd__clkbuf_2	0	4
sky130_fd_sc_hd__nor2b_1	8	8
sky130_fd_sc_hd__clkdlybuf4s15_1	0	3
sky130_fd_sc_hd__dfrtp_1	8	8
sky130_fd_sc_hd__clkdlybuf4s50_1	0	10
sky130_fd_sc_hd__clkbuf_4	0	3
## Yosys cell counts
master                    instances
sky130_fd_sc_hd__nor2b_1          8
sky130_fd_sc_hd__dfrtp_1          8
## per-stage QoR
step                      setup slack [ns]  std cells
after floorplan                      0.488         16
after CTS                          0.00506         83
after global routing               0.00255         83
after detailed placement           -0.0459         80
final                               0.0296         83
after global placement            -0.00452         80
## power groups by stage
stage	registers (W)	logic (W)	clock network (W)
after CTS	0.000346	0.0000825	0.000233
after global routing	0.000347	0.0000832	0.000249
final	0.000346	0.0000753	0.000223
## cell type report
cell class	instances	area share (%)
Clock buffer	3	4.64
Multi-Input combinational cell	8	10.3
Sequential cell	8	41.2
Tap cell	46	11.9
Timing Repair Buffer	18	32.0
## cell families after synthesis
kind of cell	count (synthesis)	share of synthesized area, %
DFF	8	80.0
and+or+nand+nor	8	20.0
Power figures rest on the tool's default switching activity, not on a simulated workload.

### /design/flow/run.sh
#!/bin/bash
# OpenROAD 26Q1-2900-gdf79404cd8, Yosys 0.63+post, stock flow scripts
make -C /OpenROAD-flow-scripts/flow DESIGN_CONFIG=/design/flow/config.mk WORK_HOME=/design/flow/orfs finish
### /design/flow/config.mk
export PLATFORM = sky130hd
export DESIGN_NAME = EEG_OBUF
export DESIGN_NICKNAME = EEG_OBUF
export VERILOG_FILES = /design/flow/design.v
export SDC_FILE = /design/flow/constraint.sdc
export NUM_CORES = 4
export LEC_CHECK = 1
export CORE_UTILIZATION = 30
### /design/flow/constraint.sdc
current_design EEG_OBUF

set clk_period 3.0
set clk_io_pct 0.2

create_clock -name clk0 -period $clk_period [get_ports {clk}]

set non_clock_inputs [all_inputs -no_clocks]
set_input_delay [expr $clk_period * $clk_io_pct] -clock clk0 $non_clock_inputs
set_output_delay [expr $clk_period * $clk_io_pct] -clock clk0 [all_outputs]
### /design/flow/design.v
module CPM_FIFO
#(   
    parameter   DATA_WIDTH          = 64,
    parameter   ADDR_WIDTH          = 4,
    parameter   RAM_DEPTH           = (1 << ADDR_WIDTH),
    parameter   REG_OUT             = 0
)(   
    input  wire                         clk,
    input  wire                         rst_n,
    input  wire                         Reset,
    input  wire                         push,
    input  wire                         pop,
    input  wire [ DATA_WIDTH -1 : 0 ]   data_in,
    output reg  [ DATA_WIDTH -1 : 0 ]   data_out,
    output reg                          empty,
    output reg                          full,
    output reg  [ ADDR_WIDTH    : 0 ]   fifo_count
);
reg     [ADDR_WIDTH-1:0]        wr_pointer;              
reg     [ADDR_WIDTH-1:0]        rd_pointer;              
reg     [DATA_WIDTH-1:0]        mem[0:RAM_DEPTH-1];      
always @ (fifo_count)
begin : FIFO_STATUS
  empty   = (fifo_count == 0);
  full    = (fifo_count == RAM_DEPTH);
end
always @ (posedge clk or negedge rst_n)
begin : FIFO_COUNTER
  if (!rst_n) begin
      fifo_count <= 0;
  end else if( Reset) begin
      fifo_count <= 0;
  end else if (push && (!pop||pop&&empty) && !full)
    fifo_count <= fifo_count + 1;
  else if (pop && (!push||push&&full) && !empty)
    fifo_count <= fifo_count - 1;
end
always @ (posedge clk or negedge rst_n)
begin : WRITE_PTR
  if (!rst_n) begin
    wr_pointer <= 0;
  end else if( Reset )begin
    wr_pointer <= 0;
  end else if (push && !full) begin
    wr_pointer <= wr_pointer + 1;
  end
end
always @ (posedge clk or negedge rst_n)
begin : READ_PTR
  if (!rst_n) begin
    rd_pointer <= 0;
  end else if( Reset )begin
    rd_pointer <= 0;
  end else if (pop && !empty) begin
    rd_pointer <= rd_pointer + 1;
  end
end
integer i;
always @ (posedge clk or negedge rst_n) begin :WRITE
  if( !rst_n) begin
    for(i=0; i<RAM_DEPTH; i=i+1)begin
        mem[i] <= 0;
    end
  end else if (push && !full) begin
    mem[wr_pointer] <= data_in;
  end
end
generate
    if( REG_OUT==1 )begin
        always @ (posedge clk or negedge rst_n)
        begin : READ
          if (!rst_n) begin
            data_out <= 0;
          end else if (pop && !empty) begin
            data_out <= mem[rd_pointer];
          end else begin
            data_out <= data_out;
          end
        end
    end
    else begin
        always @ ( * )begin
            data_out = mem[rd_pointer];
        end
    end
endgenerate
endmodule
module EEG_OBUF #(
    parameter CHIP_DAT_DW = 8,
    parameter CHIP_OUT_DW = 8
  )(
    input                       clk,
    input                       rst_n,
    input                       PAD_DAT_VLD,
    input                       PAD_DAT_LST,
    output                      PAD_DAT_RDY,
    input  [CHIP_DAT_DW   -1:0] PAD_DAT_DAT,
    input                       PAD_DAT_CMD,
    output                      ACC_DAT_VLD,
    output                      ACC_DAT_LST,
    input                       ACC_DAT_RDY,
    output [CHIP_DAT_DW   -1:0] ACC_DAT_DAT,
    output                      ACC_DAT_CMD,
    input                       ACC_OUT_VLD,
    input                       ACC_OUT_LST,
    output                      ACC_OUT_RDY,
    input  [CHIP_OUT_DW   -1:0] ACC_OUT_DAT,
    output                      PAD_OUT_VLD,
    output                      PAD_OUT_LST,
    input                       PAD_OUT_RDY,
    output [CHIP_OUT_DW   -1:0] PAD_OUT_DAT
  );
localparam ODAT_BUF_DW = CHIP_DAT_DW +1+1;
localparam ODAT_BUF_AW = 1;
localparam OOUT_BUF_DW = CHIP_OUT_DW +1;
localparam OOUT_BUF_AW = 2;
integer i;
genvar gen_i, gen_j;
wire                      pad_dat_vld = PAD_DAT_VLD;
wire                      pad_dat_lst = PAD_DAT_LST;
reg                       pad_dat_rdy;
wire [CHIP_DAT_DW   -1:0] pad_dat_dat = PAD_DAT_DAT;
wire                      pad_dat_cmd = PAD_DAT_CMD;
assign PAD_DAT_RDY = pad_dat_rdy;
wire pad_dat_ena = pad_dat_vld && pad_dat_rdy;
reg                       acc_dat_vld;
reg                       acc_dat_lst;
wire                      acc_dat_rdy = ACC_DAT_RDY;
reg  [CHIP_DAT_DW   -1:0] acc_dat_dat;
reg                       acc_dat_cmd;
assign ACC_DAT_VLD = acc_dat_vld;
assign ACC_DAT_LST = acc_dat_lst;
assign ACC_DAT_DAT = acc_dat_dat;
assign ACC_DAT_CMD = acc_dat_cmd;
wire acc_dat_ena = acc_dat_vld && acc_dat_rdy;
reg                       pad_out_vld;
reg                       pad_out_lst;
wire                      pad_out_rdy = PAD_OUT_RDY;
reg  [CHIP_OUT_DW   -1:0] pad_out_dat;
assign PAD_OUT_VLD = pad_out_vld;
assign PAD_OUT_LST = pad_out_lst;
assign PAD_OUT_DAT = pad_out_dat;
wire pad_out_ena = pad_out_vld && pad_out_rdy;
wire                      acc_out_vld = ACC_OUT_VLD;
wire                      acc_out_lst = ACC_OUT_LST;
reg                       acc_out_rdy;
wire [CHIP_OUT_DW   -1:0] acc_out_dat = ACC_OUT_DAT;
assign ACC_OUT_RDY = acc_out_rdy;
wire acc_out_ena = acc_out_vld && acc_out_rdy;
wire odat_fifo_wen = pad_dat_ena;
wire odat_fifo_ren = acc_dat_ena;
wire odat_fifo_empty;
wire odat_fifo_full;
wire [ODAT_BUF_DW -1:0] odat_fifo_din = {pad_dat_lst, pad_dat_cmd, pad_dat_dat};
wire [ODAT_BUF_DW -1:0] odat_fifo_out;
wire [ODAT_BUF_AW   :0] odat_fifo_cnt;
CPM_FIFO #( .DATA_WIDTH( ODAT_BUF_DW ), .ADDR_WIDTH( ODAT_BUF_AW ) ) ODAT_FIFO_U( clk, rst_n, 1'd0, odat_fifo_wen, odat_fifo_ren, odat_fifo_din, odat_fifo_out, odat_fifo_empty, odat_fifo_full, odat_fifo_cnt);
wire oout_fifo_wen = acc_out_ena;
wire oout_fifo_ren = pad_out_ena;
wire oout_fifo_empty;
wire oout_fifo_full;
wire [OOUT_BUF_DW -1:0] oout_fifo_din = {acc_out_lst, acc_out_dat};
wire [OOUT_BUF_DW -1:0] oout_fifo_out;
wire [OOUT_BUF_AW   :0] oout_fifo_cnt;
CPM_FIFO #( .DATA_WIDTH( OOUT_BUF_DW ), .ADDR_WIDTH( OOUT_BUF_AW ) ) OOUT_FIFO_U( clk, rst_n, 1'd0, oout_fifo_wen, oout_fifo_ren, oout_fifo_din, oout_fifo_out, oout_fifo_empty, oout_fifo_full, oout_fifo_cnt);
always @ ( * )begin
    pad_dat_rdy = ~odat_fifo_full;
end
always @ ( * )begin
    acc_out_rdy = ~oout_fifo_full;
end
always @ ( * )begin
    acc_dat_vld = ~odat_fifo_empty;
end
always @ ( * )begin
    pad_out_vld = ~oout_fifo_empty;
end
always @ ( * )begin
    acc_dat_dat = odat_fifo_out[0 +:CHIP_DAT_DW];
    acc_dat_cmd = odat_fifo_out[CHIP_DAT_DW +:1];
    acc_dat_lst = odat_fifo_out[CHIP_DAT_DW +1 +:1];
end
always @ ( * )begin
    pad_out_dat = oout_fifo_out[0 +:CHIP_OUT_DW];
    pad_out_lst = oout_fifo_out[CHIP_OUT_DW +:1];
end
endmodule
==> run notes <==
- **element type at the critical path end** output port
- **register bit count reported by yosys** 67
- **core utilization before placement** 0.308
- **count of hold-fix buffers inserted at cts** 0
- **number of global-route vias before repair** 2079
- **Power Total** 4.21 mW
- **setup repair after global routing missed its margin** no
- **DRC violations left** 0
- **Worst Max-Slew Pin Slew** 0.624 ns
- **Yosys Chip Area** 3170 um^2
- **Ant. Diodes** 0
- **slew margin rel.** 0.584
- **count of endpoints failing setup in the final report** 0
- **CTS sink count** 67
- **P&R area growth vs syn** 26.6%
- **clock buffers created by TritonCTS** 9
- **CP Data Arrival Time** 2.18 ns
- **Core ar.** 10300 um^2
- **element type at the critical path start** flip-flop
- **cell area after technology mapping** 3170 um^2
- **time the final worst path needs with I/O delays and setup** 2.78 ns
- **final tally of hold violations** 0
- **Yosys top cell area share** 0.529
- **number of buffers on the longest clock path** 2
- **H-tree level count** 3
- **most frequent cells after synthesis** dfrtp_1 (67), mux2_2 (60), inv_1 (17), nand2_1 (16), mux2i_1 (10)
- **die x size** 105 um
- **maximum fanout count along the critical path** 9
- **yosys cell count** 252
- **internal power** 2.91 mW
- **synthesized instance count** 252
- **share of power burned in combinational logic** 0.435
- **Power per Cell Area** 1050 nW/um^2
- **post-DR wirelength/cell** 14.3 um
- **IO Pins** 48
- **most repeated cell in the gate-level netlist after synthesis** dfrtp_1
- **Pre-antenna DRT Iters** 6
- **die area** 11000 um^2
- **Buf/Inv on CP** 2
- **Design Area, Final** 4010 um^2
- **reg-to-reg critical path endpoint** OOUT_FIFO_U.mem[0][8]
- **number of violations of the max-capacitance limit** 0
- **fill count** 982
- **aggregate negative setup slack** 0 ns
- **worst setup path category** flip-flop to output port
- **cell family with most CP delay** buffers and inverters
- **root buffer cell** clkbuf_8
- **count of final max-slew check failures** 0
- **Clk network pwr share** 0.173
- **async set-reset flop share out of synthesis** 1.00
- **crit-path cells** inv_1, ha_1, a222oi_1, mux2i_1, clkdlybuf4s50_1
- **type of the most critical hold path** primary input to asynchronous set/reset pin
- **critical path required time** 2.40 ns
- **global-route wire length before repair** 10700 um
- **reported leakage power** 1.67 nW
- **share of synthesized area occupied by flip-flops and latches** 0.529
- **switching component of the power** 1.30 mW
- **tally of non-filler cells in the final layout** 448
- **number of enable-type register cells in the synthesized netlist** 0
- **Achievable Freq** 0.359 GHz
- **via count normalized by instance count** 4.63
- **largest net degree at the start of global routing** 30
- **number of DRC violations after detailed-routing iteration 0** 100
- **proportion of layout cells with a drive suffix above 1** 0.292
- **share of the core filled with cells** 0.390
- **placed cell count** 432
- **Synth Area per Inst** 12.6 um^2
- **clock tree from TritonCTS** built
- **reg2reg start** OOUT_FIFO_U.wr_pointer[0]
- **global router's overall resource usage** 0.126
- **most used flip-flop cell after synthesis** dfrtp_1
- **global placement routability congestion** 0.747
- **post-cts repair resize count** 0
- **clock skew** 0.00762 ns
- **I/O Buffers** 47
- **worst voltage drop across the vdd grid** 0.302 mV
- **main area contributors after synthesis** dfrtp_1 (53%), mux2_2 (21%), ha_1 (3.2%)
- **worst-case register-to-register setup slack** 1.06 ns
- **clock input transition at the sequential cells of the worst setup and hold paths** 0.08 ns
- **clock latency (worst-skew pair)** 0.34 ns
- **number of warnings printed during yosys synthesis** 5
- **worst stage delay on the critical path** 0.46 ns
- **detailed-route via count** 2076
- **placed cell area** 3820 um^2
- **standard-cell row count** 37
- **number of nets with antenna violations after detailed routing** 0
- **fraction of power spent switching nets** 0.309
- **standard cell with the maximum stage delay on the critical path** a222oi_1
- **fraction of power consumed by sequential logic** 0.391
- **fraction of the cycle the final worst path needs** 0.928
- **final HPWL from detailed placement** 4450 um
- **setup fix buffers added after clock tree synthesis** 0
- **residual overflow from global routing** 0
- **cell count of the worst reg-to-reg path** 6
- **Yosys top cell by area** dfrtp_1
- **status** finished clean
- **total number of warnings across the stage logs** 31
- **antenna violations before repair** 0
- **DRT Wirelength** 6410 um
- **distinct cell type count after synthesis** 31
- **height of the die** 105 um
-- power by group through the flow --
stage / combinational (mW) / sequential [mW] / clock, mW
after CTS: 1.86 / 1.65 / 0.748
after global routing: 2.02 / 1.71 / 0.796
final: 1.83 / 1.65 / 0.730
-- state kept, by name (all words and copies together) (netlist names) --
| name | flops |
|---|---|
| ODAT_FIFO_U.wr_pointer | 1 |
| OOUT_FIFO_U.fifo_count | 3 |
| OOUT_FIFO_U.mem | 36 |
| ODAT_FIFO_U.fifo_count | 2 |
| ODAT_FIFO_U.mem | 20 |
| OOUT_FIFO_U.wr_pointer | 2 |
| ODAT_FIFO_U.rd_pointer | 1 |
| OOUT_FIFO_U.rd_pointer | 2 |
-- through the flow --
stage / hold WS [ns] / worst slack [ns]
finish: 0.271 / 0.217
global route: 0.308 / 0.0213
CTS: 0.285 / 0.202
detailed placement: 0.490 / 0.485
global placement: 0.482 / 0.543
floorplan: 0.304 / 1.15
-- kinds of logic after synthesis --
group                      Yosys count  synth area share
xor gates and xnor gates             4            0.0110
and+or+nand+nor                     39            0.0655
DFF                                 67             0.529
adders and majority gates            9            0.0379
muxes                               70             0.245
AOI/OAI and AO/OA                   35            0.0773
buffers and inverters               28            0.0347
-- worst reg2reg max path: stages, from the launching register on --
cell     delay, ns
dfrtp_1       0.43
inv_1         0.11
ha_1          0.47
nand2_1       0.10
nor2_1        0.35
buf_4         0.23
o22ai_1       0.09
-- layout by cell type, fill, tap and decap left out, types with 2 or more instances in the layout --
cell type and count:
a21oi_1 4, a222oi_1 9, buf_4 8, clkbuf_8 9
clkdlybuf4s50_1 46, clkinv_2 3, clkinvlp_4 2, dfrtp_1 67
ha_1 8, inv_1 17, mux2_2 60, mux2i_1 10
nand2_1 16, nand2b_1 3, nand3_1 3, nor2_1 4
nor2_2 3, nor2b_1 3, o211ai_1 2, o21ai_0 8
o22ai_1 9, xnor2_1 4
-- metal layers --
| metal | share of wire | GRT usage |
|---|---|---|
| met1 | 0.50 | 0.204 |
| met2 | 0.44 | 0.185 |
| met3 | 0.034 | 0.0222 |
| met4 | 0.019 | 0.0201 |
| met5 | 0 | 0 |
-- area by class of cell --
cell class | instances | area, um^2 | area share
Sequential cell | 67 | 1680 | 0.418
Timing Repair Buffer | 55 | 526 | 0.131
Tap cell | 136 | 170 | 0.0424
Multi-Input combinational cell | 157 | 1380 | 0.345
Clock buffer | 9 | 124 | 0.0309
Inverter | 17 | 63.8 | 0.0159
Clock inverter | 7 | 68.8 | 0.0171
-- how the worst max path moves through the flow --
stage / startpoint / cells past startpoint / endpoint / slack [ns]
final: OOUT_FIFO_U.rd_pointer[0] / 5 / PAD_OUT_DAT[6] / 0.22
after global routing: OOUT_FIFO_U.rd_pointer[0] / 5 / PAD_OUT_DAT[6] / 0.02
after CTS: OOUT_FIFO_U.rd_pointer[0] / 5 / PAD_OUT_DAT[6] / 0.20
Power figures rest on the tool's default switching activity, not on a simulated workload.

[design.v]
module CPM_REG_CE #(
    parameter DW = 8
) (
    input            Clk   ,
    input            Rstn  ,
    input            Clear ,
    input            Enable,
    input  [DW -1:0] DataIn,
    output [DW -1:0] DataOut
);
  reg [DW -1:0] data_out;
  assign DataOut = data_out;
  always @ ( posedge Clk or negedge Rstn )begin
    if( ~Rstn )
      data_out <= 'd0;
    else if( Clear )
      data_out <= 'd0;
    else if( Enable )
      data_out <= DataIn;
  end
endmodule
module CPM_TOP_K #(
    DATA_DW  =  8,
    INFO_DW  =  8,
    SORT_DW  = 32,
    SORT_AW  = $clog2(SORT_DW)
) (
    input                               clk,
    input                               rst_n,
    input                               clear,
    input                               SORT_DAT_VLD,
    output                              SORT_DAT_RDY,
    input                               SORT_DAT_LST,
    input                [DATA_DW -1:0] SORT_DAT_DAT,
    input                [INFO_DW -1:0] SORT_DAT_INF,
    output                              TOPK_DAT_VLD,
    output [SORT_DW -1:0][DATA_DW -1:0] TOPK_DAT_DAT,
    output [SORT_DW -1:0][INFO_DW -1:0] TOPK_DAT_INF
);
integer i;
genvar gen_i, gen_j;
wire                               sort_dat_vld = SORT_DAT_VLD;
wire                               sort_dat_rdy = 'd1;
wire                               sort_dat_lst = SORT_DAT_LST;
wire                [DATA_DW -1:0] sort_dat_dat = SORT_DAT_DAT;
wire                [INFO_DW -1:0] sort_dat_inf = SORT_DAT_INF;
assign SORT_DAT_RDY = sort_dat_rdy;
wire sort_dat_ena = sort_dat_vld && sort_dat_rdy;
wire sort_dat_end = sort_dat_vld && sort_dat_lst;
wire                               topk_dat_vld;
reg   [SORT_DW -1:0][DATA_DW -1:0] topk_dat_dat;
reg   [SORT_DW -1:0][INFO_DW -1:0] topk_dat_inf;
assign TOPK_DAT_VLD = topk_dat_vld;
assign TOPK_DAT_DAT = topk_dat_dat;
assign TOPK_DAT_INF = topk_dat_inf;
reg [SORT_AW -1:0] sort_max_idx;
reg sort_max_vld;
CPM_REG_CE #( 1 ) TOPK_VLD_RED ( clk, rst_n, clear, sort_dat_vld, sort_dat_lst, topk_dat_vld);
generate
    for( gen_i=0 ; gen_i < SORT_DW; gen_i = gen_i+1 )begin
        always @ ( posedge clk or negedge rst_n )begin
            if( ~rst_n )begin
                topk_dat_dat[gen_i] <= 'd0;
                topk_dat_inf[gen_i] <= 'd0;
            end
            else if( clear )begin
                topk_dat_dat[gen_i] <= 'd0;
                topk_dat_inf[gen_i] <= 'd0;
            end
            else if( sort_dat_vld && sort_max_vld )begin
                if( gen_i>sort_max_idx )begin
                    if( gen_i!=0 )begin
                        topk_dat_dat[gen_i] <= topk_dat_dat[gen_i-1];
                        topk_dat_inf[gen_i] <= topk_dat_inf[gen_i-1];
                    end
                end
                else if( gen_i==sort_max_idx )begin
                    topk_dat_dat[gen_i] <= sort_dat_dat;
                    topk_dat_inf[gen_i] <= sort_dat_inf;
                end
            end
        end
    end
endgenerate
always @ ( * )begin
    sort_max_vld = 'd0;
    sort_max_idx = SORT_DW-1;
    for( i = SORT_DW-1; i >= 0; i = i - 1 )begin
        if( sort_dat_dat>topk_dat_dat[i] )begin 
            sort_max_vld = 'd1;
            sort_max_idx = i;
        end
    end
end
endmodule
[run.sh]
#!/bin/bash
# OpenROAD 26Q1-2900-gdf79404cd8, Yosys 0.63+post, stock flow scripts
make -C /OpenROAD-flow-scripts/flow DESIGN_CONFIG=/design/flow/config.mk WORK_HOME=/design/flow/orfs finish
[config.mk]
export PLATFORM = sky130hd
export DESIGN_NAME = CPM_TOP_K
export DESIGN_NICKNAME = CPM_TOP_K
export VERILOG_FILES = /design/flow/design.v
export SDC_FILE = /design/flow/constraint.sdc
export NUM_CORES = 4
export LEC_CHECK = 1
export CORE_UTILIZATION = 30
[constraint.sdc]
current_design CPM_TOP_K

set clk_period 17.0
set clk_io_pct 0.2

create_clock -name clk0 -period $clk_period [get_ports {clk}]

set non_clock_inputs [all_inputs -no_clocks]
set_input_delay [expr $clk_period * $clk_io_pct] -clock clk0 $non_clock_inputs
set_output_delay [expr $clk_period * $clk_io_pct] -clock clk0 [all_outputs]
==> writeup.txt <==
The number of synthesized flops with an enable pin is 0, and the switching share of total power is 0.2900. Count of warning messages emitted by the tools: 25. Kind of path behind the tightest hold check: flop to flop.

Counting the buffers created by CTS gives 61. Clock skew on the completed layout was measured at 0.02128 ns. The clock reaches the later pin of the worst-skew pair after 0.67 ns. The number of maximum-capacitance violations recorded for the run is 0. Power spread over the standard cell area amounts to 77.25 nW/um^2. The switching component of the power was reported as 899.6 uW. The floorplan core area is 103600 sq um.

The run finished with clean final reports. Highest fanout seen on the critical path: 43. TritonCTS built the clock tree.

Per the detailed-route log, wirelength across all metal layers totals 130800 um. The share of synthesized area occupied by flip-flops and latches came out at 0.4085. For the worst reg-to-reg path, the startpoint reported by OpenROAD is topk_dat_dat[127]. The origin of the worst setup path is SORT_DAT_DAT[1]. The synthesized netlist was found by Yosys to have 3251 cells.

The tools report the end of the worst register-to-register path as topk_dat_inf[49]. Async set-or-reset flop fraction in the synthesized netlist: 1.000. The logs give 0.148 for the combinational fraction of design power and 118 for the number of placement rows.

The layout cell share with drive strength beyond 1 came out at 0.09958. Number of clock sinks: 513. The synthesized netlist handed to floorplanning was reported with a cell count of 3251.

RePlAce ended its routability-driven mode at a weighted congestion of 0.9013. The critical path's slowest cell is sky130_fd_sc_hd__a2111oi_0. Share of the core filled with cells in the final layout: 0.3874.

The routed layout has 27877 vias. The repair_antennas step left the layout with diodes totalling 0. From bottom edge to top edge, the die measures 325.6 um.

Total power for the finished layout comes to 3102 uW. The routed wirelength normalized by instance count is 25.33 um, and the peak per-stage delay on the critical path is 1.17 ns. The run gives 533 for the count of input and output buffers.

Leakage component of the power: 0.01708 uW. The mapped netlist covers 31420 sq um. The critical path endpoint has a required time of 17.57 ns.

The met1 track utilization from global routing is 0.3522. Per the post-route antenna check, the number of violating nets is 0. In the synthesized netlist the dominant register cell turns out to be sky130_fd_sc_hd__dfrtp_1. Among the stages of the critical path, the cell type that occurs most often is sky130_fd_sc_hd__a21oi_1. The area reported by Yosys stat was 31420 sq um; the initial antenna violation count was 1. After layout, the minimum clock period comes to 9.266 ns. With the post-cts resize count at 0, the tally of yosys warning messages is 2.

The run gives 0.5450 for the part of the cycle the worst path needs. The internal portion of total power is 2202 uW, and the initial standard-cell utilization of the core is 0.3032. At the pin with the least slew margin, the transition time is 1.366 ns. In this run, post-CTS hold repair placed 0 buffers. Looking at area per cell type in the netlist, the leader is sky130_fd_sc_hd__dfrtp_1.

The final sum of negative setup slack came out at 0 ns. The tree is rooted in a sky130_fd_sc_hd__clkbuf_16. The final routed DRC violation total came out at 0. The critical path is of the input port to flop type. Setup repair after global routing left no endpoint under its margin. The via count of the first global-routing pass is 27475. Overall routing resource usage: 0.2505.

The mean number of vias per cell is 5.396, and the buffer levels on the longest clock path is 3. Critical path endpoint: topk_dat_inf[49]. The pin count of the biggest net entering global routing was 99. The headroom to the max-slew limit is 0.06612. Layer with the highest usage: met2. For the final setup violation count, the log shows 0. The final hold violation count recorded for this run is 0.

The signal on the critical path passes through buf_2 > buf_4 > ha_1 > nor2b_1 > o211ai_1 > a21oi_1 > o22ai_1 > a21oi_1 > a2111oi_0 > o22a_2 > nor2_1 > nand2_2 > nand2_1 > o2bb2ai_1. The chip area is 106000 sq um. The run gives 2 as the maximum level of the CTS H-tree. The met3 routing resource usage after global routing came out at 0.07154.

With the clock-pin slew on the worst setup and hold paths at 0.06 ns, the number of DRC markers in iteration 0 is 2098. The critical path endpoint category was a flop. With the clock group share of total power at 0.440, the wire length of the first global-routing pass is 192900 um. The arrival time of the worst setup path was 9.83 ns; the length of the first detailed-routing pass in iterations was 5. The highest clock rate this design can be run at is 0.1079 GHz. The top-level port count is 535, and the synthesized area per cell is 9.666 sq um. With the peak supply drop at 0.00008504 V, the area growth from synthesis to layout is 27.79%. Recorded from the global router log, the overflow total was 0. The final max-slew violation count recorded for this run is 0. The sequential share of power is 0.412, and the number of cell instances on the worst register-to-register path is 12.

For the count of different cell masters after synthesis, the log shows 97. For the met2 usage in global routing, the log shows 0.3909. The launch point of the worst min-delay path is recorded as topk_dat_inf[255]. Buffers added to address setup during post-CTS repair amount to 0. The area share of the largest cell type after synthesis was 0.4085; the half-perimeter wire length of the detailed placement result was 95700 um.

The chip width was 325.6 um. By area the synthesized netlist is led by sky130_fd_sc_hd__dfrtp_1, sky130_fd_sc_hd__ha_1, sky130_fd_sc_hd__mux2i_1. Worst reg-to-reg setup slack: 11.21 ns.

The flip-flop and latch count after synthesis is 513. The worst setup path is launched from an input port.
-- layer usage --
metal,vias up,wire (um)
li1,12671,-
met1,13972,55090
met2,1057,60940
met3,177,11320
met4,0,3498
met5,-,0
-- worst min path at each step --
stage         cells past startpoint                end  slack, ns
CTS                               2  topk_dat_inf[255]       0.49
global route                      2  topk_dat_inf[255]       0.53
finish                            2  topk_dat_inf[255]       0.49
-- flip-flops by register name (all words and copies together) (netlist names) --
signal / count
TOPK_VLD_RED.data_out: 1
topk_dat_dat: 256
topk_dat_inf: 256
-- area by class of cell --
class                   count  area, sq um
clock inverters            22        237.7
clock buffers              92         1836
multi-input cells        2291        16680
repair buffers            616         5893
flip-flops and latches    513        12840
fillers                 10114        63490
well taps                1380         1727
inverters                 252        945.9
-- kinds of logic after synthesis --
kind of cell             synth area share
AND-OR/OR-AND                      0.2050
AND/OR/NAND/NOR                    0.1148
flip-flops                         0.4085
buffers and inverters             0.06124
multiplexers                       0.1084
adder cells (fa/ha/maj)            0.1019
other                           0.0001193
-- power groups by stage --
stage	registers, uW	clock network, uW	logic [uW]
after CTS	1280	1390	461
after global routing	1280	1430	504
final	1280	1370	458
-- metrics by stage --
stage                     cell area (sq um)  instances  hold slack [ns]  setup WS, ns
after floorplan                       31420       3251           0.4257         9.939
after global placement                38080       5052           0.4749         7.243
after detailed placement              38080       5052           0.4787         7.260
after CTS                             40150       5166           0.4941         7.957
after global routing                  40150       5166           0.5276         7.510
final                                 40150       5166           0.4887         7.734
-- cells in the final DEF, fill, tap and decap left out, types with 37 or more instances in the layout --
master                            instances
sky130_fd_sc_hd__clkdlybuf4s50_1        515
sky130_fd_sc_hd__dfrtp_1                513
sky130_fd_sc_hd__nand2_1                420
sky130_fd_sc_hd__mux2i_1                284
sky130_fd_sc_hd__ha_1                   256
sky130_fd_sc_hd__inv_1                  251
sky130_fd_sc_hd__o21ai_0                243
sky130_fd_sc_hd__a21oi_1                201
sky130_fd_sc_hd__o2bb2ai_1              136
sky130_fd_sc_hd__nor2_1                 119
sky130_fd_sc_hd__buf_4                   83
sky130_fd_sc_hd__clkbuf_16               63
sky130_fd_sc_hd__mux2_2                  46
sky130_fd_sc_hd__nand3_1                 43
sky130_fd_sc_hd__a21o_1                  43
sky130_fd_sc_hd__o22ai_1                 40
sky130_fd_sc_hd__or2_2                   37
-- synth_stat cells, drive strengths merged (5+ instances only) --
library cell,instances
mux2,50
a211oi,9
clkbuf,107
and3,25
buf,88
inv,252
o21bai,6
o2bb2ai,146
nand3,49
a22oi,9
o31ai,17
a21o,44
a221o,35
and2,24
dfrtp,513
nand2b,5
o21a,10
nand4,31
a21oi,215
ha,256
a32o,19
a32oi,6
a22o,16
o2111ai,5
nor2b,19
nor2,128
or2,40
o21ai,274
nor3,10
o211ai,10
o22ai,42
a31oi,6
nand2,426
o221ai,27
mux2i,284
-- worst max-delay path, delay by kind of cell --
family                     cells  cell delay, ns
and+or+nand+nor                4            1.54
AOI/OAI and AO/OA              7            3.23
adders and majority gates      1            0.36
buffers and inverters          2            1.19
Power figures rest on the tool's default switching activity, not on a simulated workload.

===== /design/flow/run.sh =====
#!/bin/bash
# OpenROAD 26Q1-2900-gdf79404cd8, Yosys 0.63+post, stock flow scripts
make -C /OpenROAD-flow-scripts/flow DESIGN_CONFIG=/design/flow/config.mk WORK_HOME=/design/flow/orfs finish

===== /design/flow/config.mk =====
export PLATFORM = sky130hd
export DESIGN_NAME = EEG_PEA_ENG_PE
export DESIGN_NICKNAME = EEG_PEA_ENG_PE
export VERILOG_FILES = /design/flow/design.v
export SDC_FILE = /design/flow/constraint.sdc
export NUM_CORES = 4
export LEC_CHECK = 1
export CORE_UTILIZATION = 30

===== /design/flow/constraint.sdc =====
current_design EEG_PEA_ENG_PE

set clk_period 18.7
set clk_io_pct 0.2

create_clock -name clk0 -period $clk_period [get_ports {clk}]

set non_clock_inputs [all_inputs -no_clocks]
set_input_delay [expr $clk_period * $clk_io_pct] -clock clk0 $non_clock_inputs
set_output_delay [expr $clk_period * $clk_io_pct] -clock clk0 [all_outputs]

===== /design/flow/design.v =====
module CPM_CLP #(
    parameter DW = 12,
    parameter OW =  8
) (
    input  signed [DW -1:0] RAW_DAT,
    output signed [OW -1:0] CLP_DAT
);
wire signed [DW -1:0] raw_dat = RAW_DAT;
wire signed [OW -1:0] clp_dat;
assign CLP_DAT = clp_dat;
wire signed [DW -1:0] raw_dat_min = {{(DW-OW+1){1'd1}}, {(OW-1){1'd0}}};
wire signed [DW -1:0] raw_dat_max = {{(DW-OW+1){1'd0}}, {(OW-1){1'd1}}};
assign clp_dat = raw_dat<raw_dat_min ? {1'd1, {(OW-1){1'd0}}} : (raw_dat>raw_dat_max ? {1'd0, {(OW-1){1'd1}}} : raw_dat[0 +:OW]);
endmodule
module EEG_PEA_ENG_PE #(
    parameter DATA_ACT_DW =  8,
    parameter DATA_WEI_DW =  8,
    parameter DATA_OUT_DW =  8,
    parameter DATA_SUM_DW = 24,
    parameter DATA_SUM_NW =  8,
    parameter ARAM_ADD_AW = 10,
    parameter ORAM_ADD_AW = 10,
    parameter OMUX_ADD_AW =  8,
    parameter CONV_WEI_DW =  3,
    parameter CONV_RUN_DW =  3,
    parameter CONV_MUL_DW = 24,
    parameter CONV_SFT_DW =  8,
    parameter CONV_ADD_DW = 24
  )(
    input                             clk,
    input                             rst_n,
    output                            IS_IDLE,
    input  [CONV_RUN_DW         -1:0] CFG_CONV_RUN, 
    input  [CONV_WEI_DW         -1:0] CFG_CONV_WEI, 
    input  [CONV_WEI_DW         -1:0] CFG_CONV_PAD, 
    input  [CONV_MUL_DW         -1:0] CFG_CONV_MUL,
    input  [CONV_SFT_DW         -1:0] CFG_CONV_SFT,
    input  [CONV_ADD_DW         -1:0] CFG_CONV_ADD,
    input  [ORAM_ADD_AW         -1:0] CFG_CONV_LST,
    input                             DIN_VLD,
    input                             ACT_LST,
    input                             WEI_LST,
    output                            DIN_RDY,
    input  [DATA_ACT_DW         -1:0] ACT_DAT,
    input  [ARAM_ADD_AW         -1:0] ACT_ADD,
    input  [DATA_WEI_DW         -1:0] WEI_DAT,
    input  [CONV_WEI_DW         -1:0] WEI_IDX,
    output                            OUT_VLD,
    output                            OUT_LST,
    output [OMUX_ADD_AW         -1:0] OUT_ADD,
    input                             OUT_RDY,
    output [DATA_OUT_DW         -1:0] OUT_DAT
  );
localparam CONV_SUM_AW = $clog2(DATA_SUM_NW);
localparam CONV_CAL_DW = DATA_SUM_DW +CONV_MUL_DW +1;
localparam PE_STATE = 3;
localparam PE_IDLE  = 3'b001;
localparam PE_FLOW  = 3'b010;
localparam PE_PSUM  = 3'b100;
reg [PE_STATE -1:0] pe_cs;
reg [PE_STATE -1:0] pe_ns;
wire pe_idle = pe_cs == PE_IDLE;
wire pe_flow = pe_cs == PE_FLOW;
wire pe_psum = pe_cs == PE_PSUM;
genvar gen_i, gen_j;
wire [CONV_RUN_DW -1:0] cfg_conv_run = CFG_CONV_RUN;
wire [CONV_WEI_DW -1:0] cfg_conv_wei = CFG_CONV_WEI;
wire [CONV_WEI_DW -1:0] cfg_conv_pad = CFG_CONV_PAD;
wire [CONV_MUL_DW -1:0] cfg_conv_mul = CFG_CONV_MUL;
wire [5 -1:0] cfg_conv_sft = CFG_CONV_SFT[0 +:5];
wire [CONV_ADD_DW -1:0] cfg_conv_add = CFG_CONV_ADD;
wire [ORAM_ADD_AW -1:0] cfg_conv_lst = CFG_CONV_LST;
assign IS_IDLE = pe_idle;
wire                    din_vld = DIN_VLD;
reg                     din_rdy;
wire                    act_lst = ACT_LST;
wire                    wei_lst = WEI_LST;
wire [DATA_ACT_DW -1:0] act_dat = ACT_DAT;
reg  [ARAM_ADD_AW -1:0] act_add;
wire [DATA_WEI_DW -1:0] wei_dat = WEI_DAT;
wire [CONV_WEI_DW -1:0] wei_idx = WEI_IDX;
assign DIN_RDY = din_rdy; 
wire din_ena = DIN_VLD & DIN_RDY;
reg                     out_vld;
reg                     out_lst;
reg  [OMUX_ADD_AW -1:0] out_add;
wire                    out_rdy = OUT_RDY;
reg  [DATA_OUT_DW -1:0] out_dat;
assign OUT_DAT = out_dat;
assign OUT_VLD = out_vld;
assign OUT_LST = out_lst;
assign OUT_ADD = out_add;
wire out_ena = OUT_VLD & OUT_RDY;
reg [ARAM_ADD_AW -1:0] act_add_reg;
reg [CONV_WEI_DW -1:0] wei_idx_cnt;
reg [CONV_WEI_DW -1:0] out_idx_cnt;
reg psum_out_vld;
reg psum_cal_vld;
reg [2 -1:0] psum_cal_cnt;
wire [DATA_OUT_DW -1:0] psum_out_clp;
reg [ARAM_ADD_AW   :0] aram_add_reg;
reg [ARAM_ADD_AW   :0] psum_add_reg;
reg [DATA_SUM_NW -1:0][DATA_SUM_DW -1:0] psum_cal_reg;
reg [DATA_SUM_DW -1:0] psum_cal_tmp;
reg [DATA_SUM_DW -1:0] psum_out_reg;
reg [DATA_OUT_DW -1:0] psum_out_dat;
wire is_addr_out_range = act_add>(aram_add_reg+cfg_conv_pad*cfg_conv_run);
wire is_addr_hit_range_next = act_add<=(aram_add_reg+cfg_conv_pad*cfg_conv_run+cfg_conv_run);
wire pe_data_ena = din_ena;
reg  pe_last_din;
wire pe_flow_end = pe_last_din && ~psum_cal_vld && ~psum_out_vld;
wire pe_psum_rst = out_ena&&out_idx_cnt==cfg_conv_pad&&pe_psum; 
wire psum_out_lst = psum_add_reg==cfg_conv_lst;
always @( * )begin 
    din_rdy = ~pe_psum && ~pe_last_din && (~psum_cal_vld || ~is_addr_out_range || (psum_cal_vld && out_ena)) && (is_addr_hit_range_next || pe_idle); 
end
always @( * )begin    
    out_dat = psum_out_dat;
    out_vld = psum_out_vld;
    out_add = psum_add_reg;
    out_lst = psum_out_lst;
end
generate
    for( gen_i=0 ; gen_i < DATA_SUM_NW; gen_i = gen_i+1 ) begin : PSUM_BLOCK
        always @ ( posedge clk or negedge rst_n )begin
            if( ~rst_n )
                psum_cal_reg[gen_i] <= 'd0;
            else if( pe_psum_rst )
                psum_cal_reg[gen_i] <= 'd0;
            else if( pe_idle && din_ena && gen_i==0 )
                psum_cal_reg[gen_i] <= psum_cal_tmp;
            else if( pe_flow && din_ena )begin
                if(  is_addr_out_range )begin
                    if( gen_i==DATA_SUM_NW-1 )
                        psum_cal_reg[gen_i] <= 'd0;
                    else if(  gen_i==0 ) 
                        psum_cal_reg[gen_i] <= psum_cal_tmp;
                    else
                        psum_cal_reg[gen_i] <= psum_cal_reg[gen_i+1];
                end
                else begin
                    if( gen_i==wei_idx_cnt )
                        psum_cal_reg[gen_i] <= psum_cal_tmp;
                end
            end
            else if( pe_flow && din_vld && is_addr_out_range && (~psum_cal_vld || out_ena) && ~is_addr_hit_range_next )begin 
                if( gen_i==DATA_SUM_NW-1 )
                    psum_cal_reg[gen_i] <= 'd0;
                else
                    psum_cal_reg[gen_i] <= psum_cal_reg[gen_i+1];
            end
            else if( pe_psum && (~psum_cal_vld || out_ena) )begin
                if( gen_i==DATA_SUM_NW-1 )
                    psum_cal_reg[gen_i] <= 'd0;
                else
                    psum_cal_reg[gen_i] <= psum_cal_reg[gen_i+1];
            end
        end
    end
endgenerate
always @ ( * )begin
    wei_idx_cnt = wei_idx;
end
always @ ( * )begin
    act_add = pe_last_din ? act_add_reg : ACT_ADD;
end
always @ ( posedge clk or negedge rst_n )begin
    if( ~rst_n )
        act_add_reg <= 'd0;
    else if( din_ena )
        act_add_reg <= act_add;
end
always @ ( posedge clk or negedge rst_n )begin
    if( ~rst_n )
        pe_last_din <= 'd0;
    else if( pe_psum_rst )
        pe_last_din <= 'd0;
    else if( din_ena&&act_lst&&wei_lst )
        pe_last_din <= 'd1;
end
always @ ( posedge clk or negedge rst_n )begin
    if( ~rst_n )
        out_idx_cnt <= 'd0;
    else if( pe_psum_rst )
        out_idx_cnt <= 'd0;
    else if( pe_psum && out_ena )
        out_idx_cnt <= out_idx_cnt +'d1;
end
always @ ( * )begin
    psum_out_dat = psum_out_clp;
end
always @ ( posedge clk or negedge rst_n )begin
    if( ~rst_n )
        psum_out_reg <= 'd0;
    else if( pe_psum_rst )
        psum_out_reg <= 'd0;
    else if( is_addr_out_range && din_vld && (~psum_cal_vld || out_ena) )
        psum_out_reg <= psum_cal_reg[0];
    else if( pe_psum && (~psum_cal_vld || out_ena) )
        psum_out_reg <= psum_cal_reg[0];
end
always @ ( * )begin
    psum_out_vld = psum_cal_vld && &psum_cal_cnt;
end
always @ ( posedge clk or negedge rst_n )begin
    if( ~rst_n )
        psum_cal_vld <= 'd0;
    else if( pe_psum_rst )
        psum_cal_vld <= 'd0;
    else if( ~pe_idle && is_addr_out_range && din_vld )
        psum_cal_vld <= 'd1;
    else if( out_ena && ~pe_psum )
        psum_cal_vld <= 'd0;
    else if( pe_psum )
        psum_cal_vld <= 'd1;
end
always @ ( posedge clk or negedge rst_n )begin
    if( ~rst_n )
        psum_cal_cnt <= 'd0;
    else if( out_ena )
        psum_cal_cnt <= 'd0;
    else if( psum_cal_vld && psum_cal_cnt!='d3 )
        psum_cal_cnt <= psum_cal_cnt +'d1;
end
wire [8 -1:0] cfg_conv_mul_sel = &psum_cal_cnt ? 'd0 : cfg_conv_mul[8*psum_cal_cnt +:8];
wire signed [DATA_SUM_DW+9 -1:0] psum_cal_mul = $signed(psum_out_reg)*$signed({1'd0, cfg_conv_mul_sel});
wire signed [CONV_CAL_DW   -1:0] psum_cal_sft = psum_cal_mul<<<(8*psum_cal_cnt);
reg  signed [CONV_CAL_DW   -1:0] psum_cal_sum;
always @ ( posedge clk or negedge rst_n )begin
    if( ~rst_n )
        psum_cal_sum <= 'd0;
    else if( pe_idle || psum_out_vld )
        psum_cal_sum <= {{(CONV_CAL_DW-CONV_ADD_DW){cfg_conv_add[CONV_ADD_DW-1]}},cfg_conv_add};
    else if( psum_cal_vld )
        psum_cal_sum <= psum_cal_sum +psum_cal_sft;
end
wire signed [CONV_CAL_DW -1:0] psum_out_mul = &psum_cal_cnt ? psum_cal_sum : {CONV_CAL_DW{1'd0}};
wire signed [CONV_CAL_DW -1:0] psum_out_sft = $signed(psum_out_mul)>>>cfg_conv_sft;
wire                           psum_rnd_bit = cfg_conv_sft=='d0 ? 'd0 : psum_out_mul[cfg_conv_sft-1];
wire signed [CONV_CAL_DW -1:0] psum_out_rnd = $signed(psum_out_sft) +$signed({1'd0, psum_rnd_bit});
CPM_CLP #( CONV_CAL_DW, DATA_OUT_DW ) PSUM_OUT_CLP_U( psum_out_rnd, psum_out_clp);
always @ ( posedge clk or negedge rst_n )begin
    if( ~rst_n )
        aram_add_reg <= 'd0;
    else if( pe_psum_rst )
        aram_add_reg <= 'd0;
    else if( pe_idle && din_ena )
        aram_add_reg <= ACT_ADD;
    else if( pe_flow && din_vld && is_addr_out_range && (~psum_cal_vld || out_ena) )
        aram_add_reg <= aram_add_reg+cfg_conv_run;
    else if( pe_psum && (~psum_cal_vld || out_ena) )
        aram_add_reg <= aram_add_reg+cfg_conv_run;
end
always @ ( posedge clk or negedge rst_n )begin
    if( ~rst_n )
        psum_add_reg <= 'd0;
    else if( pe_psum_rst )
        psum_add_reg <= 'd0;
    else if( pe_flow && din_vld && is_addr_out_range && (~psum_cal_vld || out_ena) )
        psum_add_reg <= aram_add_reg;
    else if( pe_psum && (~psum_cal_vld || out_ena) )
        psum_add_reg <= aram_add_reg;
end
wire [CONV_WEI_DW -1:0] wei_idx_cnt_fix = is_addr_out_range ? 'd1 : wei_idx_cnt;
always @ ( * )begin
    psum_cal_tmp = $signed(ACT_DAT)*$signed(WEI_DAT) +$signed(psum_cal_reg[wei_idx_cnt_fix]);
end
always @ ( * )begin
  case( pe_cs )
    PE_IDLE: pe_ns = pe_data_ena ? PE_FLOW : pe_cs;
    PE_FLOW: pe_ns = pe_flow_end ? PE_PSUM : pe_cs;
    PE_PSUM: pe_ns = pe_psum_rst ? PE_IDLE : pe_cs;
    default: pe_ns = PE_IDLE;
  endcase
end
always @ ( posedge clk or negedge rst_n )begin
    if( ~rst_n )
        pe_cs <= PE_IDLE;
    else
        pe_cs <= pe_ns;
end
endmodule

==> impl_metrics.csv <==
group,metric,value,unit
synth,synthCells,4197,
grt,grt_util_all_layers,18.6,%
final_layout,fillers,11900,
timing,period_used_share,82.2,%
place,placed_area,37800,um^2
grt,grt_start_max_net_pins,74,
floorplan,die_area,118000,um^2
synth,synth_top_area_share,21.8,%
cts,htreeDepth,2,
cts,cts_root_buffer,"clkbuf_16",
run_status,status,"finished, final reports clean",
timing,fin_tns_setup,0,ns
timing,rsz0062_at_grt,"no",
place,place_congestion,0.986,
critical_path,critPathMaxFanout,30,
cts,cts_tree,"yes",
timing,fin_skew,0.0487,ns
critical_path,cp_data_arrival_time,15.87,ns
routing,vias,30400,
synth,yosys-stat-area,35100,um^2
cts,cts_sinks,307,
synth,flop_cell,"dfrtp_1",
timing,relSlewSlack,39.5,%
critical_path,crit_path_end_kind,"flip-flop",
final_layout,area.sequential,7680,um^2
cts,cts_buffers,41,
critical_path,critPathMaxStageDelay,0.72,ns
floorplan,rows,125,
grt,grt_pass1_vias,29300,
critical_path,path_common_cell,"fa_1",
routing,drc,0,
cts,cts_buffer_depth,3,
grt,grt_first_pass_wirelength,168000,um
timing,max_clock_freq,65.0,MHz
synth,synth_area,35100,um^2
synth,ys_cells,4197,
timing,finalMaxSlewViolations,0,
timing,finalCriticalPeriod,15.38,ns
cts,cts-resized-gates,0,
synth,edf_count,0,
grt,grt_antenna_before_repair,4,
critical_path,crit_slowest_cell,"a221oi_1",
floorplan,die_x,344,um
floorplan,die_y,344,um
routing,drt_iter0_drc,2431,
cts,hold_buffers,0,
critical_path,critPathKind,"in2reg",
cts,clock_latency,0.59,ns
synth,syn_avg_cell_area,8.35,um^2
timing,setup_slack,3.32,ns
place,place_ws,2.56,ns
routing,viasPerCell,5.30,
final_layout,finalInstanceArea,39200,um^2
place,hpwl,77600,um
synth,ys_ff,307,
synth,yosys_warnings,1,
synth,ys_types,85,
synth,synth_async_sr_flop_share,100,%
job,maxCapViolCount,0,
routing,antennaDiodeCount,0,
synth,top_area_cell,"dfrtp_1",
routing,antenna_left,0,
floorplan,fp_util,30.2,%
cts,clkTransAtPathRegs,0.06,ns
critical_path,critPathLaunchType,"primary input",
final_layout,comb_area,25100,um^2
timing,setup_violations,0,
hold_path,hold_path_class,"reg2reg",
synth,postSynthSeqShare,21.9,%
critical_path,critPathRequiredTime,19.19,ns
job,warnings,35,
place,io_buffers,123,
timing,whs,0.496,ns
routing,dr.pass1.iters,5,
cts,post-cts-setup-buffer-count,0,
timing,hold_violations,0,
final_layout,largest_register_ffs,192,
routing,wl_per_cell,18.5,um
grt,gr-total-overflow,0,
routing,wl,106000,um
floorplan,coreArea,116000,um^2
final_layout,syn2layout_area_growth,11.7,%
floorplan,io_pins,130,
final_layout,drive_gt1_share,6.30,%
synth,topCellsByArea,"dfrtp_1, fa_1, ha_1",
timing,worst_pin_slew,0.907,ns
## Yosys cell counts, types with 13 or more instances
master      n
nor4_1     20
nor2b_1    23
a211oi_1   22
nor3_1     45
ha_1      209
fa_1      262
o21bai_1   17
nand3b_1   13
a31oi_1    27
nand2b_1   33
a21oi_1   324
xnor2_1    90
o21a_1     26
nand3_1    66
or3_1      30
a21o_1     56
nor2_1    193
o22ai_1    51
a22o_1     66
nand4_1    17
clkbuf_1  178
mux4_2     36
mux2i_1   126
nand2_1   629
mux2_2     42
buf_1      39
o31ai_1    67
and2_1    174
inv_1     368
buf_2      19
a311oi_1   25
and3_1     43
o21ai_0   296
xor2_1     62
o221ai_1   34
dfrtp_1   306
## metal layers
layer | wire, um | up-vias | track usage (%)
met5 | 34 | - | 0
met4 | 2540 | 6 | 3.88
met3 | 9240 | 133 | 5.56
met2 | 47200 | 1027 | 28.1
met1 | 46900 | 14700 | 26.9
li1 | - | 14500 | -
## critical path: cells and delay by family
family                   cells  cell delay [ns]
buffers and inverters        7             1.40
adder cells (fa/ha/maj)     10             4.43
XOR/XNOR                     2             0.60
AND/OR/NAND/NOR              9             2.09
AND-OR/OR-AND               17             3.57
## layout by cell type, fill, tap and decap left out, types with 126 or more instances in the layout
| master | Yosys | layout |
|---|---|---|
| mux2i_1 | 126 | 126 |
| o21ai_0 | 296 | 292 |
| dfrtp_1 | 306 | 305 |
| nor2_1 | 193 | 187 |
| and2_1 | 174 | 173 |
| fa_1 | 262 | 262 |
| nand2_1 | 629 | 628 |
| a21oi_1 | 324 | 324 |
| ha_1 | 209 | 209 |
| inv_1 | 368 | 367 |
## kinds of logic after synthesis
logic type               count (synthesis)  synth area share (%)
AND/OR/NAND/NOR                       1327                  17.7
AND-OR/OR-AND                         1113                  19.9
buffers and inverters                  623                  7.02
adder cells (fa/ha/maj)                471                  22.4
flip-flops                             307                  21.9
multiplexers                           204                  7.26
XOR/XNOR                               152                  3.80
## layout make-up
class                   count  share of cell area, %
multi-input cells        3267                   64.1
flip-flops and latches    307                   19.6
well taps                1524                   4.87
repair buffers            188                   4.36
inverters                 370                   3.55
clock buffers              55                   2.88
clock inverters            19                  0.655
## metrics by stage
stage	cells	util (%)
floorplan	4197	-
global placement	5656	32.5
detailed placement	5656	32.5
CTS	5730	33.7
global route	5730	33.7
finish	5730	33.7
## path summary, 6_finish.rpt
kind,start,end,slack [ns],cells after the start
max reg2reg,aram_add_reg[2],psum_cal_reg[70],7.32,41
min,psum_cal_reg[159],psum_cal_reg[159],0.50,2
max in group asynchronous,rst_n,act_add_reg[7],13.14,4
max,CFG_CONV_PAD[0],psum_cal_reg[70],3.32,45
min reg2reg,psum_cal_reg[159],psum_cal_reg[159],0.50,2
min in group asynchronous,rst_n,psum_cal_reg[36],3.09,1
